==> ./design.v <==
package definitions_pkg;
typedef enum logic [2:0]
{
  SET_ON     = 3'd0,
  SET_OFF    = 3'd1,
  SET_MANUAL = 3'd2,
  SET_GREEN  = 3'd3,
  SET_RED    = 3'd4,
  SET_YELLOW = 3'd5
} command_e;
typedef enum
{
  RED_S,
  RED_YELLOW_S,
  GREEN_S,
  GREEN_BLINK_S,
  YELLOW_S,
  MANUAL_S,
  OFF_S
} state_e;
endpackage
module serializer #(
  parameter DATA_W        = 16,
  parameter MOD_W         = $clog2(DATA_W),
  parameter MOD_IGNORE_LO = 1,
  parameter MOD_IGNORE_HI = 2
)(
  input  logic              clk_i,
  input  logic              srst_i,
  input  logic [DATA_W-1:0] data_i,
  input  logic [MOD_W-1:0]  data_mod_i,
  input  logic              data_val_i,
  output logic              ser_data_o,
  output logic              ser_data_val_o,
  output logic              busy_o
);
logic [DATA_W-1:0] data_buffer;
logic [MOD_W:0]    counter_curr;
logic [MOD_W-1:0]  counter_max;
logic              busy;
logic              counter_avail;
assign ser_data_o     = data_buffer[15];
assign ser_data_val_o = busy;
assign busy_o         = busy;
assign counter_avail  = counter_curr <= counter_max;
always_ff @( posedge clk_i )
  begin
    if( srst_i )
      data_buffer <= 0;
    else
      if( data_val_i )
        data_buffer <= data_i;
      else
        if( busy && counter_avail )
          data_buffer <= ( data_buffer << 1 );
  end
always_ff @( posedge clk_i )
  begin
    if( srst_i )
      counter_curr <= 0;
    else
      if( data_val_i )
        counter_curr <= 1;
      else
        if( busy && counter_avail )
          counter_curr <= ( counter_curr + 1 );
  end
always_ff @( posedge clk_i )
  begin
    if( srst_i )
      counter_max <= 0;
    else
      if( data_val_i )
        counter_max  <= ( data_mod_i - 1 );  
  end
always_ff @( posedge clk_i )
  begin
    if( srst_i )
      busy <= 0;
    else
      if( data_val_i )
        busy <= !( ( MOD_IGNORE_LO <= data_mod_i ) && ( data_mod_i <= MOD_IGNORE_HI ) );
      else
        if( !( busy && counter_avail ) )
          busy <= 0;
  end
endmodule
==> ./run.sh <==
#!/bin/bash
# OpenROAD 26Q1-2900-gdf79404cd8, Yosys 0.63+post, stock flow scripts
make -C /OpenROAD-flow-scripts/flow DESIGN_CONFIG=/design/flow/config.mk WORK_HOME=/design/flow/orfs finish
==> ./config.mk <==
export PLATFORM = sky130hd
export DESIGN_NAME = serializer
export DESIGN_NICKNAME = serializer
export VERILOG_FILES = /design/flow/design.v
export SDC_FILE = /design/flow/constraint.sdc
export NUM_CORES = 4
export LEC_CHECK = 1
export CORE_AREA = 10 10 90 90
export DIE_AREA = 0 0 100 100
==> ./constraint.sdc <==
current_design serializer

set clk_period 2.4
set clk_io_pct 0.2

create_clock -name clk0 -period $clk_period [get_ports {clk_i}]

set non_clock_inputs [all_inputs -no_clocks]
set_input_delay [expr $clk_period * $clk_io_pct] -clock clk0 $non_clock_inputs
set_output_delay [expr $clk_period * $clk_io_pct] -clock clk0 [all_outputs]
==> qor.txt <==
TritonCTS clock tree -> done
number of storage elements in the synthesis netlist -> 26
number of endpoints failing setup at the final stage -> 0
Core Footprint -> 6280 sq um
clock root cell -> sky130_fd_sc_hd__clkbuf_8
antenna violations before repair -> 0
post-synthesis average cell area -> 8.47 sq um
critical path startpoint category -> flop
VDD IR-drop max -> 223 uV
Req. time, crit path -> 2.61 ns
total area of multi-input combinational cells -> 739 sq um
post-layout utilization of the core -> 28.1%
Post-Synthesis Cells -> 160
Period minus WS final -> 2.03 ns
fp_density -> 21.6%
Met2 Wirelength -> 1520 um
number of global-route vias before repair -> 1212
Lkg Pwr -> 0.631 nW
leading post-synthesis cells by cell area -> sky130_fd_sc_hd__dfxtp_1 38%, sky130_fd_sc_hd__a311oi_1 10%, sky130_fd_sc_hd__ha_1 7.4%, sky130_fd_sc_hd__nand3_1 7.0%, sky130_fd_sc_hd__nor2_1 5.8%
via count -> 1219
routability congestion estimate from global placement -> 0.873
count of H-tree levels built during CTS -> 1
asr flop ratio synth -> 0%
Vias per Instance -> 4.72
WS Path Type -> flop to flop
height of the die -> 100 um
aggregate negative setup slack -> 0 ns
Post-CTS Hold Buffers -> 0
dominant delay contributor by cell family on the critical path -> AND-OR/OR-AND gates
maximum number of pins on one net before global-route repair -> 34
area occupied by registers -> 520 sq um
critical-path cell list -> ha_1 > a21o_2 > a2111o_1 > buf_12 > a21oi_1 > mux2i_1
clock buffers created by TritonCTS -> 3
total die size -> 10000 sq um
site row count -> 29
DRT antenna net count -> 0
drt first-iter violations -> 130
path type of the worst min-delay path -> flop to flop
share of the synthesized area in the top cell type -> 38.4%
Cell Pwr Density -> 599 nW/um^2
Seq share, synth -> 38.4%
DRC violation count after routing -> 0
final-report hold violation count -> 0
final cycle utilization of the critical path -> 84.8%
EDFF count, synth -> 0
max_slew headroom -> 72.6%
routed length per instance -> 13.2 um
Worst Setup Slack, final -> 0.365 ns
post_cts resized -> 0
number of diodes -> 0
wire length of the first global-routing pass -> 5730 um
Setup crit end kind -> flop
pre-CTS setup slack -> 0.403 ns
post-synthesis to final-layout area growth -> 30.3%
clock sink count -> 26
number of detailed-route iterations in the first pass -> 4
crit path max-delay cell type -> sky130_fd_sc_hd__a2111o_1
count of final max-slew check failures -> 0
outcome -> complete, no violations
cell taking the most area after synthesis -> sky130_fd_sc_hd__dfxtp_1
unrepaired setup endpoints after global routing -> no
clock slew at reported path FFs -> 0.09 ns
Data arrival, critical path -> 2.24 ns
number of buffer and inverter instances along the worst setup path -> 1
Dominant flop cell -> sky130_fd_sc_hd__dfxtp_1
GRT overflow -> 0
synthesized cell area -> 1360 sq um
global-route usage over all layers -> 6.65%
Yosys warnings -> 1
Detailed Route WL -> 3410 um
topmost layer with routed signal wires -> met4
Worst Max-Slew Pin Slew -> 0.411 ns
fill cell instance count of the final layout -> 643
setup skew after layout -> 0.00172 ns
Detail Placement HPWL -> 2380 um
Crit path largest cell delay -> 0.46 ns
highest clock rate -> 0.491 GHz
horizontal die dimension -> 100 um
number of post-CTS setup repair buffers -> 0
Synth cell types -> 34
YS chip area -> 1360 sq um
share of cells above drive strength 1 -> 8.29%
tally of buffers added on design ports -> 25
number of cell instances after yosys synthesis -> 160
clock buffer depth -> 2
met3 wirelength from detailed routing -> 139 um
Met1 Routed Length -> 1730 um
io pins -> 26
total tool warning count -> 27
maximum fanout along the worst path -> 21
max capacitance violation total -> 0
clock insertion delay at the later pin of the skew report -> 0.27 ns
flip-flops by register name (all words and copies together) (netlist names):
| signal | flops |
|---|---|
| counter_max | 4 |
| busy | 1 |
| counter_curr | 5 |
| data_buffer | 16 |
stage by stage:
stage | total power [mW] | cell area, sq um | instances | hold WS (ns)
final | 1.06 | 1770 | 258 | 0.479
after detailed placement | 0.703 | 1690 | 254 | 0.454
after CTS | 1.06 | 1770 | 258 | 0.476
after global placement | 0.703 | 1690 | 254 | 0.453
after floorplan | 0.616 | 1360 | 160 | 0.432
after global routing | 1.11 | 1770 | 258 | 0.489
cell usage in the layout (no fill, tap or decap), types with 2 or more instances in the layout:
cell / netlist / final
sky130_fd_sc_hd__ha_1: 8 / 8
sky130_fd_sc_hd__clkdlybuf4s50_1: 0 / 25
sky130_fd_sc_hd__nor2_1: 21 / 21
sky130_fd_sc_hd__nand4_1: 2 / 2
sky130_fd_sc_hd__inv_1: 7 / 7
sky130_fd_sc_hd__o21ai_0: 11 / 11
sky130_fd_sc_hd__or3_1: 2 / 2
sky130_fd_sc_hd__buf_4: 1 / 5
sky130_fd_sc_hd__a311oi_1: 16 / 16
sky130_fd_sc_hd__a211oi_1: 4 / 4
sky130_fd_sc_hd__nand3_1: 19 / 19
sky130_fd_sc_hd__clkbuf_8: 0 / 3
sky130_fd_sc_hd__o21ai_1: 6 / 6
sky130_fd_sc_hd__dfxtp_1: 26 / 26
sky130_fd_sc_hd__a21oi_1: 3 / 3
sky130_fd_sc_hd__xnor2_1: 2 / 2
sky130_fd_sc_hd__mux2i_1: 2 / 2
sky130_fd_sc_hd__nand2_1: 3 / 3
logic make-up (layout without fill, tap and decap cells):
kind of cell | after synthesis | count (layout) | synth area share (%)
AND/OR/NAND/NOR | 52 | 52 | 18.3
AND-OR/OR-AND | 48 | 48 | 26.1
flip-flops | 26 | 26 | 38.4
buffers and inverters | 22 | 43 | 7.02
adder cells (fa/ha/maj) | 8 | 8 | 7.39
XOR/XNOR | 2 | 2 | 1.29
multiplexers | 2 | 2 | 1.48
cell type report:
cell class	count	area share (%)
clock buffers	3	2.34
clock inverters	1	1.70
inverters	8	1.70
multi-input cells	112	41.9
flip-flops and latches	26	29.5
well taps	77	5.46
repair buffers	31	17.4
synthesized netlist by cell type, drive strengths merged, types with 2 or more instances:
master and count:
or3 2, mux2i 2, buf 6, a311oi 16, a211oi 4, a21oi 3
nand3 19, xnor2 2, clkbuf 8, nor2 21, nand4 2, nand2 3
o21ai 18, dfxtp 26, ha 8, inv 7
power by group:
part | switching (mW) | internal (mW) | total, mW
Sequential | 0.0182 | 0.463 | 0.481
Clock | 0.141 | 0.223 | 0.365
Combinational | 0.106 | 0.106 | 0.212
Total | 0.266 | 0.792 | 1.06
path summary, 6_finish.rpt:
| check | startpoint | end | slack, ns | cells past startpoint |
|---|---|---|---|---|
| worst min register to register | counter_curr[4] | counter_curr[4] | 0.48 | 1 |
| worst min-delay path | counter_curr[4] | counter_curr[4] | 0.48 | 1 |
| worst max-delay path | counter_curr[2] | counter_curr[3] | 0.37 | 6 |
| worst max register to register | counter_curr[2] | counter_curr[3] | 0.37 | 6 |
metal layers:
metal  global-route usage, %  up-vias
met5                       0        -
met4                   0.652        0
met3                    1.39        2
met2                    10.2       15
met1                    9.74      567
li1                        -      635
No activity file was given, so power comes from the tool's default toggle rates.
